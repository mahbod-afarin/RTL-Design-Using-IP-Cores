==> ./design.v <==
`timescale 1ns / 1ps
module complex_mul #(parameter size=16)(
a,b,clk,a_valid,b_valid,
valid,result
    );
input clk,a_valid,b_valid;
input [size-1:0] a;
input [size-1:0] b;
output valid;
output [3*size-1:0] result;
wire clk,a_valid,b_valid;
wire [size-1:0] a;
wire [size-1:0] b;
reg valid;
reg [3*size-1:0] result;
	always @(a,b,a_valid,b_valid) begin
		if (a_valid==1 && b_valid==1) begin
			result[(3*size)/2-1:0]= a[(size/2)-1:0]*b[(size/2)-1:0]-a[size-1:size/2]*b[size-1:size/2];
			result[(3*size)-1:(3*size)/2]=a[(size/2)-1:0]*b[size-1:size/2]+a[size-1:size/2]*b[(size/2)-1:0];
			valid=1;
		end
		else begin
			result[(3*size)/2-1:0]= a[(size/2)-1:0]*b[(size/2)-1:0]-a[size-1:size/2]*b[size-1:size/2];
			result[(3*size)-1:(3*size)/2]=a[(size/2)-1:0]*b[size-1:size/2]+a[size-1:size/2]*b[(size/2)-1:0];
			valid=0;
		end
	end
endmodule
==> ./run.sh <==
#!/bin/bash
# OpenROAD 26Q1-2900-gdf79404cd8, Yosys 0.63+post, stock flow scripts
make -C /OpenROAD-flow-scripts/flow DESIGN_CONFIG=/design/flow/config.mk WORK_HOME=/design/flow/orfs finish
==> ./config.mk <==
export PLATFORM = sky130hd
export DESIGN_NAME = complex_mul
export DESIGN_NICKNAME = complex_mul
export VERILOG_FILES = /design/flow/design.v
export SDC_FILE = /design/flow/constraint.sdc
export NUM_CORES = 4
export LEC_CHECK = 1
export CORE_UTILIZATION = 40
==> ./constraint.sdc <==
current_design complex_mul

set clk_period 16.9
set clk_io_pct 0.2

create_clock -name clk0 -period $clk_period

set non_clock_inputs [all_inputs -no_clocks]
set_input_delay [expr $clk_period * $clk_io_pct] -clock clk0 $non_clock_inputs
set_output_delay [expr $clk_period * $clk_io_pct] -clock clk0 [all_outputs]
==> flow_metrics.py <==
# Physical implementation metrics
metrics = {
    "status": {
        "status": "finished, final reports clean",
    },
    "detailed_routing": {
        "vias_per_cell": 4.739,
        "vias": 7128,
        "firstDrtPassIters": 4,
        "drc": 0,
        "drtIter0Drc": 279,
        "antenna_cells": 0,
        "ant_nets": 0,
        "drt-total-wl_um": 18980,
        "wire_per_inst_um": 12.62,
    },
    "die": {
        "coreArea_um2": 23610,
        "initCoreUtil_pct": 40.94,
        "io_pins": 84,
        "chipWidth_um": 157.5,
        "die_h_um": 157.5,
        "dieArea_um2": 24790,
        "num_rows": 56,
    },
    "synthesis": {
        "yosys.stat.seqShare_pct": 0,
        "netlist_area_um2": 9667,
        "yosysCellCount": 1145,
        "yosys_warnings": 1,
        "synth_cell_types": 53,
        "synth_area_per_cell_um2": 8.443,
        "syn_inst": 1145,
        "ys_chip_area_um2": 9667,
    },
    "layout": {
        "fillers": 2356,
        "layout_top_cells": "inv_1, and2_1, fa_1",
        "nClkBuffers": 0,
        "flop_area_um2": 0,
        "comb_area_um2": 8487,
        "layout_top_cell": "inv_1",
        "final_util_pct": 45.15,
        "flop-count": 0,
        "final_layout_size_suffix_gt1_share_pct": 2.278,
        "syn2layout_area_growth_pct": 10.28,
    },
    "timing": {
        "period_minus_slack_ps": 13310,
        "hold_viol_final": 0,
        "slew_violations": 0,
        "final.period_utilization_pct": 78.73,
        "max_freq_mhz": 75.15,
        "rsz0062_at_grt": "no",
        "setup_viol": 0,
        "setup_tns_ps": 0,
        "worst_pin_slew_ps": 755.1,
        "slew_headroom_pct": 49.51,
    },
    "worst_hold_path": {
        "min_from": "b_valid",
        "hold_class": "primary input to primary output",
        "hold_path_depth": 3,
        "min_to": "valid",
    },
    "job": {
        "cap_violations": 0,
        "stage_log_warnings": 35,
    },
    "place": {
        "io_buffer_count": 76,
        "hpwl_um": 15240,
        "gp_congestion": 0.8639,
    },
    "clock_network": {
        "postCtsSetupRepairBufs": 0,
        "cts_resized": 0,
        "ctsHoldBuffers": 0,
    },
    "critical_path": {
        "critPathLaunchType": "primary input",
        "crit_required_ps": 13520,
        "crit_type": "primary input to primary output",
        "critical_path.endpoint_type": "primary output",
        "arrival_ps": 9930,
        "path_max_fanout": 16,
    },
    "global_route": {
        "antenna_found_initial": 0,
        "grt_start_max_net_pins": 17,
        "grt_usage_pct": 17.18,
        "grt_pass1_vias": 6822,
        "grt.overflow.total": 0,
        "grt_pass1_wl_um": 32790,
    },
}
## worst max-delay path, cell delays in order
cell and delay [ps]:
clkdlybuf4s50_1 950, nand2_1 160, fa_1 510, fa_1 550, inv_1 50, fa_1 470
inv_1 40, fa_1 470, inv_1 40, ha_1 310, o21ai_1 280, a21oi_1 170
a31o_1 240, a21oi_1 160, xnor2_1 170, ha_1 360, a21oi_2 210, o21ai_1 100
or4_1 460, o21a_1 210, xor2_1 140, clkdlybuf4s50_1 480
## cell usage after synthesis, drive strengths merged
master / number / area [um^2]
xnor2: 36 / 315.3
a31o: 3 / 26.28
and3: 2 / 12.51
o311ai: 3 / 33.79
nor2b: 4 / 32.53
nor3b: 1 / 12.51
nand3: 9 / 45.04
clkbuf: 33 / 123.9
o221a: 1 / 11.26
a211o: 2 / 17.52
fa: 172 / 3443
a31oi: 1 / 6.260
a21o: 14 / 105.1
o21ai: 21 / 116.4
o211ai: 3 / 22.52
a2bb2oi: 1 / 8.760
o2111ai: 2 / 17.52
nor3: 4 / 25.02
o21a: 7 / 53.80
nor4: 2 / 12.51
or4: 1 / 7.510
o221ai: 1 / 8.760
o41ai: 1 / 8.760
o31a: 2 / 17.52
and2: 180 / 1126
a21oi: 39 / 214.0
ha: 154 / 1927
inv: 258 / 968.4
conb: 1 / 3.750
nand2: 100 / 382.9
o31ai: 2 / 33.78
o21bai: 7 / 56.30
a211oi: 5 / 47.54
nand2b: 3 / 18.77
nor2: 35 / 131.4
xor2: 14 / 122.6
nand3b: 2 / 15.01
buf: 15 / 110.1
nand4: 4 / 25.02
## final cells by class
class | instances | share of cell area, %
multi-input cells | 845 | 79.61
inverters | 258 | 9.085
repair buffers | 82 | 7.559
well taps | 319 | 3.744
## through the flow
stage | instances | worst slack [ps] | area (um^2) | hold slack (ps)
5_1_grt | 1504 | 3181 | 10660 | 7730
6_report | 1504 | 3594 | 10660 | 7668
3_5_place_dp | 1504 | 3597 | 10660 | 7677
3_3_place_gp | 1504 | 3558 | 10660 | 7663
4_1_cts | 1504 | 3569 | 10660 | 7676
2_1_floorplan | 1151 | 5177 | 9689 | 6832
## routing by layer
| metal | vias up | track usage (%) | wire length [um] |
|---|---|---|---|
| li1 | 3558 | - | - |
| met1 | 3404 | 29.25 | 9865 |
| met2 | 166 | 24.99 | 8051 |
| met3 | 0 | 3.056 | 1066 |
| met4 | 0 | 0 | 0 |
| met5 | - | 0 | 0 |
## logic make-up (layout without fill, tap and decap cells)
kind of cell	count (synthesis)	after routing	synth area share (%)
compound gates	115	115	8.336
xor+xnor	50	50	4.530
fa+ha+maj	326	326	55.55
buf+inv	306	340	12.44
other cells	1	7	0.03879
simple gates	347	347	19.10
## worst max-delay path by stage
stage         from          to  slack (ps)  cells past startpoint
finish        a[4]  result[39]        3590                     22
CTS           a[4]  result[39]        3570                     22
global route  a[4]  result[39]        3180                     22
